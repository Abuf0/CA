$ cat /design/flow/run.sh
#!/bin/bash
# OpenROAD 26Q1-2900-gdf79404cd8, Yosys 0.63+post, stock flow scripts
make -C /OpenROAD-flow-scripts/flow DESIGN_CONFIG=/design/flow/config.mk WORK_HOME=/design/flow/orfs finish
$ cat /design/flow/constraint.sdc
current_design int_ctrl

set clk_period 3.8
set clk_io_pct 0.2

create_clock -name clk0 -period $clk_period [get_ports {clk_32k}]

set non_clock_inputs [all_inputs -no_clocks]
set_input_delay [expr $clk_period * $clk_io_pct] -clock clk0 $non_clock_inputs
set_output_delay [expr $clk_period * $clk_io_pct] -clock clk0 [all_outputs]
$ cat /design/flow/config.mk
export PLATFORM = sky130hd
export DESIGN_NAME = int_ctrl
export DESIGN_NICKNAME = int_ctrl
export VERILOG_FILES = /design/flow/design.v
export SDC_FILE = /design/flow/constraint.sdc
export NUM_CORES = 4
export LEC_CHECK = 1
export CORE_UTILIZATION = 40
$ cat /design/flow/design.v
module int_ctrl
#(
    parameter       NW = 12    
)(
    input           clk_32k,
    input           rst_n,
    input [NW-1:0]  events_enable_int,    
    input [NW-1:0]  event_clear,  
    input           rg_int_low_en,     
    input           rg_int_level_en,   
    input [10:0]    rg_int_width,   
    input [5:0]     rg_cold_time,    
    input           int_after_frame,   
    input           rg_timer_on,
    input           rg_timer_mode,   
    input [8:0]     rg_timer_sel,    
    input           frame_on,
    input           fifo_upov_flag,
    input           fifo_downov_flag,
    input           fifo_waterline_flag,
    input           user_int_triger,   
    input           frame_done_flag,
    input           data_satg_flag,
    input           sample_err_flag,
    input           cap_cancel_done_flag,
    input           ldo_ov_flag,
    input           opst_exc_flag,
    output logic [NW-1:0] events,    
    output logic          int_out
);
logic timer_int_flag;
logic reset_int_flag;
logic reset_state;
logic reset_state_d1;
logic [NW-1:0] int_req_sync;
logic [NW-1:0] int_req_sync_d1;
logic [NW-1:0] int_req_pos;
logic [NW-1:0] int_lat;
logic [NW-1:0] int_req_real;
logic [NW-1:0] int_clr_sync;     
logic [NW-1:0] int_clr_real;
logic [NW-1:0] int_enable;
logic int_vld;
logic int_out_vld;
logic int_on_d1;
logic int_on_neg;
logic int_on;
logic int_on_final;
logic int_on_real;
logic tout_en;
logic tout_en_d1;
logic tout_en_pos;
logic time_out;
logic time_out_tmp;
logic [10:0] tcnt;
logic [10:0] width_time;
logic [10:0] cold_time;
logic clear_int;
logic set_int;
logic int_out_tmp;
logic check_pulse;
logic gap_en;
logic mask;
logic [4:0] gcnt;
logic timer_on_sync;
logic timer_on_sync_d1;
logic timer_on_sync_neg;
logic [12:0] timer_cnt;
logic [8:0] step_cnt;
genvar i;
generate
    for(i=0;i<NW;i=i+1) begin:  INT_AFTER_FRAME_BK
        if(i==8) begin   
            assign int_req_real[i] = int_req_pos[i];
        end
        else begin
            always_ff @(posedge clk_32k or negedge rst_n)  begin
                if(~rst_n)
                    int_lat[i] <= 1'b0;
                else if(int_after_frame)  begin
                    if(int_req_pos[i])
                        int_lat[i] <= 1'b1;
                    else if(int_clr_sync[i])
                        int_lat[i] <= 1'b0;
                    else if(~frame_done_flag)    
                        int_lat[i] <= 1'b0;
                end
            end
            assign int_req_real[i] = int_after_frame?   (int_lat[i] & ~frame_on) : int_req_pos[i];
        end 
    end
endgenerate
assign int_vld = rg_int_low_en? 1'b0:1'b1;
assign int_out_vld = (int_out == int_vld);
assign int_clr_real = (int_clr_sync & ~{int_req_pos[11:8],(int_req_pos[7]|int_lat[7]),int_req_pos[6:0]});    
always_ff @(posedge clk_32k or negedge rst_n)  begin
    if(~rst_n)
        events <= 'd0;
    else if(|int_req_pos)
        events <= int_req_pos | events;
    else if(|int_clr_real)
        events <= (~int_clr_real) & events; 
end
assign int_on = |(events & int_enable);
assign int_on_real = rg_int_level_en?   int_on:int_on_final;
assign cold_time = {rg_cold_time,5'd0}+13'd30;
assign width_time = rg_int_width;
assign time_out_tmp = int_out_vld?  (tcnt==width_time):(tcnt==cold_time);
assign time_out = time_out_tmp | tout_en_pos;
assign tout_en = int_out_vld | int_on_real;
always_ff @(posedge clk_32k or negedge rst_n)  begin
    if(~rst_n)
        tcnt <= 'd0;
    else if(~rg_int_level_en) begin
        if(reset_int_flag)
            tcnt <= cold_time;
        else if(clear_int | set_int | time_out)
            tcnt <= 'd0;
        else if(tout_en)
            tcnt <= tcnt+1'b1;
    end
    else
        tcnt <= 'd0;
end
assign clear_int = (int_out_vld & time_out & ~rg_int_level_en) || (~int_on && int_out_vld);
always_ff @(posedge clk_32k or negedge rst_n)  begin
    if(~rst_n)
        set_int <= 1'b0;
    else if(rg_int_level_en)
        set_int <= (int_on_real & ~int_out_vld);
    else
        set_int <= (int_on_real & time_out & ~int_out_vld);
end
always_ff @(posedge clk_32k or negedge rst_n)  begin
    if(~rst_n)
        int_out_tmp <= 1'b0;
    else if(set_int)
        int_out_tmp <= 1'b1;
    else if(clear_int)
        int_out_tmp <= 1'b0;
end
assign int_out = int_out_tmp?   int_vld:~int_vld;
always_ff @(posedge clk_32k or negedge rst_n)   begin
    if(~rst_n)
        {reset_state, reset_state_d1} <= 2'd0;
    else 
        {reset_state, reset_state_d1} <= {1'b1,reset_state};
end
assign reset_int_flag = reset_state & ~reset_state_d1;
always_ff @(posedge clk_32k or negedge rst_n) begin
    if(~rst_n)
        timer_cnt <= 'd0;
    else if(timer_on_sync_neg)
        timer_cnt <= 'd0;
    else if(timer_on_sync)  begin
        if(rg_timer_mode)
            timer_cnt <= (timer_cnt == 13'd6399)?   'd0:timer_cnt+1'b1;
        else begin
            if(timer_cnt ==13'd6399)
                timer_cnt <= (step_cnt == rg_timer_sel)?    13'd6399:'d0;
            else
                timer_cnt <= timer_cnt+1'b1;
        end
    end
end
always_ff @(posedge clk_32k or negedge rst_n) begin
    if(~rst_n)
        step_cnt <= 'd0;
    else if(timer_on_sync_neg)
        step_cnt <= 'd0;
    else if(timer_on_sync)  begin
        if(rg_timer_mode)  begin
            if(timer_cnt == 13'd6399)
                step_cnt <= (step_cnt == rg_timer_sel)?    'd0:step_cnt+1'b1;
        end
        else begin
            if(timer_cnt == 13'd6399)
                step_cnt <= (step_cnt == rg_timer_sel)?    rg_timer_sel:step_cnt+1'b1;
        end
    end
end
always_ff @(posedge clk_32k or negedge rst_n) begin
    if(~rst_n)
        timer_int_flag <= 1'b0;
    else if({step_cnt,timer_cnt}=={rg_timer_sel,13'd6399})
        timer_int_flag <= 1'b1;
    else
        timer_int_flag <= 1'b0;
end
assign check_pulse = (|int_clr_real && int_on_neg);
assign gap_en = int_out_vld?    check_pulse:(check_pulse & (tcnt<11'd28));
always_ff @(posedge clk_32k or negedge rst_n)  begin
    if(~rst_n)
        gcnt <= 'd0;
    else if(gap_en)
        gcnt <= int_out_vld?    5'd29:(5'd28-tcnt);
    else if(gcnt!=5'd0)
        gcnt <= gcnt-1'b1;
end
always_ff @(posedge clk_32k or negedge rst_n)  begin
    if(~rst_n)
        mask <= 1'b0;
    else if(gcnt!=5'd0)
        mask <= 1'b1;
    else
        mask <= 1'b0;
end
assign int_on_final = int_on & ~mask;
assign int_req_sync = {
                        opst_exc_flag,           
                        ldo_ov_flag,             
                        cap_cancel_done_flag,    
                        sample_err_flag,         
                        data_satg_flag,          
                        frame_done_flag,         
                        user_int_triger,         
                        timer_int_flag,          
                        fifo_waterline_flag,     
                        fifo_downov_flag,        
                        fifo_upov_flag,          
                        reset_int_flag           
                    };
always_ff @(posedge clk_32k or negedge rst_n) begin
    if(~rst_n)
        int_req_sync_d1 <= 'd0;
    else 
        int_req_sync_d1 <= int_req_sync;
end
assign int_req_pos = int_req_sync & ~int_req_sync_d1;
always_ff @(posedge clk_32k or negedge rst_n) begin
    if(~rst_n)
        int_on_d1 <= 'd0;
    else 
        int_on_d1 <= int_on;
end
assign int_on_neg = int_on_d1 & ~int_on;
always_ff @(posedge clk_32k or negedge rst_n) begin
    if(~rst_n)
        tout_en_d1 <= 'd0;
    else 
        tout_en_d1 <= tout_en;
end
assign tout_en_pos = tout_en & ~tout_en_d1;
always_ff @(posedge clk_32k or negedge rst_n) begin
    if(~rst_n)
        timer_on_sync_d1 <= 'd0;
    else 
        timer_on_sync_d1 <= timer_on_sync;
end
assign timer_on_sync_neg = timer_on_sync_d1 & ~timer_on_sync;
assign int_clr_sync = event_clear;
assign int_enable = events_enable_int;
assign timer_on_sync = rg_timer_on;
endmodule
==> out/qor.txt <==
Yosys warning count: 1
Clk slew on worst S/H paths: 0.08 ns
Die ar.: 0.0107 mm²
Max incr delay on CP: 0.72 ns
EDFF count, synth: 0
Sw power: 0.000667 W
FP Rows: 36
Largest fanout on the critical path: 18
Crit Path Category: in2reg
FMAX: 379 MHz
Die X: 103 µm
Setup violators final: 0
FP Core Util: 41.6%
Latency at later pin: 0.34 ns
Max Slew Vio Count: 0
Mean routed wirelength per cell: 14.3 µm
Area delta synth->final: 27.2%
Synthesized cell area: 0.00410 mm²
Post-synth ARST share: 100%
Clock skew: 0.0121 ns
DRT iter0 DRCs: 111
GP Congestion: 0.844
Syn Area/Cell: 9.41 µm²
RSZ-0062 raised after global routing: no
Final ANT Viol Nets: 0
Global-route wire length before repair: 15400 µm
Pre-Repair DR Iteration Count: 4
Clk buf depth: 2
Hpwl dp: 6860 µm
Synth Seq Share: 43.9%
Placed insts: 639
HP Class: reg2reg
Slowest cell on crit path: clkdlybuf4s50_1
Leakage: 2.15 nW
CTS tree: built
Filler cell count in the final layout: 857
Num CTS Buffers: 9
Fin crit period: 2.64 ns
Clock Sink Count: 72
Root Driver: clkbuf_8
Via count: 3429
Cycle use final: 69.4%
GRT Util Overall: 19.1%
H-Tree Depth: 3
Syn Inst Count: 436
Antenna cells: 0
Final std cells w/o fill: 655
Largest net degree at the start of global routing: 49
Int Power: 0.00139 W
Slew headroom: 50.7%
Status: finished clean
Port Buffers: 79
Setup_tns: 0 ns
Post-CTS Setup Inserts: 0
Vias in the first global route: 3218
Crit path DAT: 2.86 ns
Dominant logic cell type in the layout: clkdlybuf4s50_1
Synth unique cells: 64
Share of cells above drive strength 1: 7.47%
Post-route DRC: 0
Clock power frac: 26.1%
VDD IR max: 0.151 mV
Initial antenna violation count: 0
Core area: 0.00986 mm²
Yosys stat area: 0.00410 mm²
Ys cells: 436
Total of max-cap violations: 0
Routed WL: 9360 µm
Flop pwr share: 45.9%
FF/Latch Area: 0.00180 mm²
Crit path required time: 4.02 ns
Net Sw Frac: 32.5%
Final Power: 0.00205 W
Post-synthesis register bit count: 72
DIE HEIGHT: 103 µm
Top Layout Cells: 78 x clkdlybuf4s50_1, 72 x dfrtp_1, 46 x nand2_1
Dominant Register Cell: dfrtp_1
Post-CTS sizing: 0
Log Warnings: 28
Endpoints failing hold: 0
Worst Setup End Kind: flop
Comb pwr share: 28.0%
DR vias/cell: 5.24
GRT Residual Overflow: 0
I/O pins: 81
Least-Margin Pin Slew: 0.730 ns
Post-CTS Hold Buffers: 0
Gate Area: 0.00215 mm²
CP Cell Sequence: clkdlybuf4s50_1, or3_1, a21oi_1, mux2_2, nand2_1, o41ai_1
Total power divided by cell area: 393 mW/mm²
Worst setup SP type: primary input
[layout make-up]
| cell class | instances | area share, % |
|---|---|---|
| Tap cell | 133 | 3.19 |
| Timing Repair Buffer | 87 | 16.2 |
| Sequential cell | 72 | 34.5 |
| Inverter | 22 | 1.58 |
| Clock inverter | 6 | 0.888 |
| Multi-Input combinational cell | 325 | 41.1 |
| Clock buffer | 10 | 2.45 |
[synthesized netlist by cell type, drive strengths merged (4+ instances only)]
cell / instances / area (µm²)
a22oi: 6 / 45.0
and3: 13 / 81.3
mux2i: 12 / 120
o41ai: 5 / 51.3
nand4: 9 / 56.3
nor2: 16 / 60.1
buf: 7 / 33.8
clkbuf: 10 / 37.5
o21ai: 35 / 186
ha: 6 / 75.1
nor3: 16 / 80.1
a21o: 7 / 52.6
inv: 21 / 78.8
o211ai: 9 / 67.6
a221oi: 4 / 35.0
nand2: 47 / 184
nor3b: 7 / 52.6
a21oi: 18 / 90.1
nor2b: 10 / 62.6
dfrtp: 72 / 1800
a21bo: 5 / 50.1
nand3: 9 / 50.1
nand2b: 9 / 56.3
xor2: 9 / 78.8
xnor2: 23 / 201
o31ai: 4 / 30.0
[power groups by stage]
stage | Clock [W] | Sequential, W | Combinational (W)
4_1_cts | 0.000562 | 0.000941 | 0.000585
5_1_grt | 0.000595 | 0.000956 | 0.000649
6_report | 0.000535 | 0.000942 | 0.000575
[cell families after synthesis]
logic type / count (synthesis) / synth area share [%]
compound gates: 120 / 20.4
mux: 13 / 3.20
other cells: 1 / 0.0914
flops: 72 / 43.9
xor+xnor: 32 / 6.83
buf+inv: 39 / 3.75
fa+ha+maj: 6 / 1.83
simple gates: 153 / 19.9
[flip-flops by register name, indices dropped and copies added, names as in the netlist, 5 cells and up]
| name | flops |
|---|---|
| int_req_sync_d1 | 12 |
| step_cnt | 9 |
| timer_cnt | 13 |
| gcnt | 5 |
| events | 12 |
| tcnt | 11 |
[per-stage QoR]
step / setup slack, ns / hold WS (ns) / utilization, % / area [µm²]
floorplan: 1.55 / 0.355 / - / 4100
global placement: 0.858 / 0.365 / 51.1 / 5040
detailed placement: 0.838 / 0.368 / 51.1 / 5040
CTS: 1.18 / 0.385 / 52.9 / 5220
global route: 1.06 / 0.386 / 52.9 / 5220
finish: 1.16 / 0.379 / 52.9 / 5220
[critical path: cells and delay by family]
kind	cells	cell delay, ns
AND/OR/NAND/NOR	2	0.66
AND-OR/OR-AND	2	0.52
multiplexers	1	0.19
buffers and inverters	1	0.72
[worst paths after layout]
check / start / to / slack (ns) / cells past startpoint
setup reg to reg: timer_cnt[0] / step_cnt[5] / 1.43 / 7
setup / recovery: rg_int_level_en / tcnt[7] / 1.16 / 6
hold / removal: reset_state / reset_state_d1 / 0.38 / 0
hold reg to reg: reset_state / reset_state_d1 / 0.38 / 0
max in group asynchronous: rst_n / gcnt[1] / 2.37 / 2
min in group asynchronous: rst_n / events[3] / 0.40 / 1
[routing by layer]
| metal | track usage (%) | up-vias | wire (µm) | part of all wire (%) |
|---|---|---|---|---|
| met1 | 29.5 | 1599 | 4540 | 48 |
| met2 | 30.9 | 79 | 4340 | 46 |
| met4 | 2.49 | 0 | 68 | 0.73 |
| li1 | - | 1747 | - | - |
| met3 | 1.98 | 4 | 411 | 4.4 |
| met5 | 0 | - | 0 | 0 |
Power figures rest on the tool's default switching activity, not on a simulated workload.
